==> ./design.v <==
module alu(x, y, alu_out, fn, zr,ng);
    input[15:0] x, y;
    input[5:0] fn;
    output[15:0] alu_out;
    output zr,ng;
    wire zx = fn[5];  
    wire nx = fn[4];
    wire zy = fn[3];
    wire ny = fn[2];
    wire f = fn[1];
    wire no = fn[0];   
    wire[15:0] x0 = zx ? 16'b0 : x;
    wire[15:0] y0 = zy ? 16'b0 : y;
    wire[15:0] x1 = nx ? ~x0 : x0;
    wire[15:0] y1 = ny ? ~y0 : y0;
 	wire[15:0] out0 = f ? x1 + y1 : x1 & y1;
    assign alu_out = no ? ~out0 : out0;
    assign zr = ~|alu_out;  
  	assign ng = alu_out[15];  
endmodule
==> ./run.sh <==
#!/bin/bash
# OpenROAD 26Q1-2900-gdf79404cd8, Yosys 0.63+post, stock flow scripts
make -C /OpenROAD-flow-scripts/flow DESIGN_CONFIG=/design/flow/config.mk WORK_HOME=/design/flow/orfs finish
==> ./config.mk <==
export PLATFORM = sky130hd
export DESIGN_NAME = alu
export DESIGN_NICKNAME = alu
export VERILOG_FILES = /design/flow/design.v
export SDC_FILE = /design/flow/constraint.sdc
export NUM_CORES = 4
export LEC_CHECK = 1
export CORE_UTILIZATION = 30
==> ./constraint.sdc <==
current_design alu

set clk_period 8.6
set clk_io_pct 0.2

create_clock -name clk0 -period $clk_period

set non_clock_inputs [all_inputs -no_clocks]
set_input_delay [expr $clk_period * $clk_io_pct] -clock clk0 $non_clock_inputs
set_output_delay [expr $clk_period * $clk_io_pct] -clock clk0 [all_outputs]
==> reports/metrics.sh <==
WORSTMARGINPINSLEW_NS=0.777
RSZ0062_AT_GRT='false'
DIE_FOOTPRINT_UM2=6420
NUM-CLOCK-BUFFERS=0
PERIOD_NEEDED_NS=7.43
CP.REQUIRED_NS=6.88
LAYOUT_SETUP_WS_NS=1.17
REGISTER_AREA_UM2=0
CRITPATHARRIVALTIME_NS=5.71
TOTAL_POWER_mW=0.265
GP_ROUTABILITY_CONGESTION=0.888
SYN-INSTANCE-COUNT=246
GRT_START_MAX_NET_PINS=24
GLOBALROUTE.TOTALOVERFLOW=0
TOP_LEVEL_PORTS=56
POST-ROUTE-CELL-AREA_UM2=2440
GRT_PASS1_WL_MM=7.37
FLOPS=0
CRIT_PATH_MAX_FANOUT=16
SYNTH.CELL_AREA_UM2=1830
DIODES=0
CAP_VIOLATIONS=0
FINAL_CLOCK_PERIOD_UTILIZATION_BY_THE_WORST_PATH=0.864
AGGREGATE_ROUTED_WIRE_LENGTH_MM=4.22
YS.WARNINGS.COUNT=0
TIMING.FINAL.HOLD_VIOLATIONS=0
STAGE_LOG_WARNINGS=32
PORTBUFFERS=56
FIN_TNS_SETUP_NS=0
MAX-SLEW-MARGIN-REL=0.480
AVGROUTEDWIREPERCELL_UM=11.5
CTS-RESIZED-GATES=0
ANTENNA_FOUND_INITIAL=0
LEAKAGE_nW=0.893
DP_HPWL_MM=3.62
LAYOUT-DRIVE-GT1-SHARE=0.0515
YOSYS_AREA_UM2=1830
CLOCK.FMAX_GHz=0.135
MAX-VDD-IR-DROP_V=0.0000520
DIE_HEIGHT_UM=80.1
VIAS_PER_CELL=4.83
HOLD_CLASS='in2out'
RUN_STATUS='completed'
DETAILEDROUTE.FIRSTITERATIONVIOLATIONS=150
ENDPOINT_KIND='primary output'
CELLS_YOSYS=246
FLOORPLAN.CORE_UTIL=0.309
DR_TOTAL_VIAS=1766
CTS_SETUP_BUFFERS=0
GLOBALROUTETOTALUTIL=0.142
PRE_CTS_WS_NS=1.14
TYPE_OF_THE_WORST_SETUP_PATH='in2out'
ANT_NETS=0
DR.PASS1.ITERS=4
CORE_UM2=5920
CP-START-KIND='input port'
DIE_X_UM=80.1
MIN_DELAY_PATH_DEPTH=5
PLACED_CELL_AREA_UM2=2440
POST_SYNTH_NUM_CELL_TYPES=49
CELLPOWERDENSITY_nW_PER_UM2=108
PLACEMENT_ROWS=28
NUMBER_OF_GLOBAL_ROUTE_VIAS_BEFORE_REPAIR=1531
TIMING.FINAL.MAX_SLEW_VIOLATIONS=0
FINAL-SETUP-VIOL-COUNT=0
YOSYS.STAT.SEQSHARE=0
FILLCELLCOUNT=620
SYNTH.AVG_CELL_AREA_UM2=7.45
LAYOUT-AREA-OVERHEAD-VS-SYNTH_PCT=33.1
CTS-HOLD-FIX-BUFFERS=0
NUMBER_OF_DRC_VIOLATIONS_AFTER_DETAILED_ROUTING=0
==> cells in the final DEF (no fill, tap or decap), types with 2 or more instances in the layout <==
cell / count
sky130_fd_sc_hd__nand2b_1: 36
sky130_fd_sc_hd__ha_1: 16
sky130_fd_sc_hd__o21a_1: 2
sky130_fd_sc_hd__xnor2_1: 52
sky130_fd_sc_hd__buf_4: 3
sky130_fd_sc_hd__nand4_1: 3
sky130_fd_sc_hd__o21ai_0: 7
sky130_fd_sc_hd__and2_1: 5
sky130_fd_sc_hd__clkdlybuf4s50_1: 56
sky130_fd_sc_hd__a31oi_1: 5
sky130_fd_sc_hd__nand2_1: 10
sky130_fd_sc_hd__nor3_1: 2
sky130_fd_sc_hd__a211oi_1: 4
sky130_fd_sc_hd__a211oi_2: 2
sky130_fd_sc_hd__nand3_1: 6
sky130_fd_sc_hd__nor3b_1: 2
sky130_fd_sc_hd__o211ai_1: 6
sky130_fd_sc_hd__and3_1: 3
sky130_fd_sc_hd__mux2i_1: 8
sky130_fd_sc_hd__a21o_1: 6
sky130_fd_sc_hd__nand3b_1: 2
sky130_fd_sc_hd__o2bb2ai_1: 3
sky130_fd_sc_hd__inv_1: 8
sky130_fd_sc_hd__a21oi_1: 9
sky130_fd_sc_hd__nor4_1: 2
sky130_fd_sc_hd__nor2b_1: 3
sky130_fd_sc_hd__or4_1: 2
sky130_fd_sc_hd__nor2_1: 9
sky130_fd_sc_hd__a211o_1: 2
==> final cells by class <==
| class | instances | area [um^2] | area share |
|---|---|---|---|
| inverter | 9 | 33.8 | 0.0139 |
| multi-input combinational | 223 | 1730 | 0.709 |
| tap | 75 | 93.8 | 0.0385 |
| timing repair buffer | 59 | 583 | 0.239 |
==> metal layers <==
layer,wire [um],up-vias,track usage
met5,0,-,0
met4,0,0,0
met3,174,0,0.00923
met2,1560,43,0.192
met1,2480,761,0.249
li1,-,962,-
==> where the power goes <==
| group | leakage, nW | total (mW) | internal [mW] | switching (mW) |
|---|---|---|---|---|
| clock network | 0 | 0 | 0 | 0 |
| registers | 0 | 0 | 0 | 0 |
| logic | 0.893 | 0.265 | 0.145 | 0.119 |
| total | 0.893 | 0.265 | 0.145 | 0.119 |
==> kinds of logic (layout without fill, tap and decap cells) <==
family | Yosys count | in the layout | share of synthesized area
xor+xnor | 52 | 52 | 0.249
fa+ha+maj | 17 | 17 | 0.120
mux | 10 | 10 | 0.0574
compound gates | 55 | 55 | 0.233
simple gates | 89 | 89 | 0.284
buf+inv | 23 | 68 | 0.0567
==> cells in the mapped netlist (2+ instances only) <==
master	count	area, um^2
sky130_fd_sc_hd__nand3_1	6	30.0
sky130_fd_sc_hd__o21ai_0	7	35.0
sky130_fd_sc_hd__a211oi_1	4	30.0
sky130_fd_sc_hd__and3_1	3	18.8
sky130_fd_sc_hd__and2_1	5	31.3
sky130_fd_sc_hd__ha_1	16	200
sky130_fd_sc_hd__nor3b_1	2	15.0
sky130_fd_sc_hd__inv_1	8	30.0
sky130_fd_sc_hd__nand4_1	3	18.8
sky130_fd_sc_hd__clkbuf_1	6	22.5
sky130_fd_sc_hd__buf_4	2	15.0
sky130_fd_sc_hd__nand3b_1	2	15.0
sky130_fd_sc_hd__o2bb2ai_1	3	26.3
sky130_fd_sc_hd__nor2_1	9	33.8
sky130_fd_sc_hd__nor2b_1	3	18.8
sky130_fd_sc_hd__or4_1	2	15.0
sky130_fd_sc_hd__a211o_1	2	17.5
sky130_fd_sc_hd__nor4_1	2	12.5
sky130_fd_sc_hd__buf_1	3	11.3
sky130_fd_sc_hd__a21o_1	6	45.0
sky130_fd_sc_hd__o21a_1	2	15.0
sky130_fd_sc_hd__buf_2	2	10.0
sky130_fd_sc_hd__mux2i_1	8	80.1
sky130_fd_sc_hd__o211ai_1	6	45.0
sky130_fd_sc_hd__a211oi_2	2	25.0
sky130_fd_sc_hd__nand2b_1	36	225
sky130_fd_sc_hd__nand2_1	10	37.5
sky130_fd_sc_hd__a31oi_1	5	31.3
sky130_fd_sc_hd__nor3_1	2	10.0
sky130_fd_sc_hd__a21oi_1	9	45.0
sky130_fd_sc_hd__xnor2_1	52	455
==> path summary, 6_finish.rpt <==
kind,startpoint,to
max,fn[5],zr
min,fn[1],alu_out[9]
==> per-stage QoR <==
stage / util / hold WS (ns) / instances
floorplan: - / 3.62 / 246
global placement: 0.412 / 4.75 / 366
detailed placement: 0.412 / 4.76 / 366
CTS: 0.412 / 4.77 / 366
global route: 0.412 / 4.85 / 366
finish: 0.412 / 4.76 / 366
==> worst max-delay path, stage by stage <==
cell and delay, ns:
sky130_fd_sc_hd__clkdlybuf4s50_1 0.62, sky130_fd_sc_hd__nand2b_1 0.26, sky130_fd_sc_hd__xnor2_1 0.13, sky130_fd_sc_hd__ha_1 0.25, sky130_fd_sc_hd__fa_1 0.43, sky130_fd_sc_hd__a21o_1 0.23
sky130_fd_sc_hd__a211oi_2 0.20, sky130_fd_sc_hd__a311o_2 0.26, sky130_fd_sc_hd__mux2i_1 0.22, sky130_fd_sc_hd__a211oi_2 0.06, sky130_fd_sc_hd__xnor2_1 0.15, sky130_fd_sc_hd__or4_1 0.56
sky130_fd_sc_hd__nor4_2 0.13, sky130_fd_sc_hd__clkdlybuf4s50_1 0.48
Power and IR drop assume default switching activity.
